**./design.v**
```verilog
`timescale 1ns / 1ps
module apb_wrapper #
    ( parameter ADDR_WIDTH = 32,
      parameter DATA_WIDTH = 32
    ) (
      input                           i_clk,
      input                           i_reset_n,
      input                           i_psel,
      input                           i_penable,
      input                           i_pwrite,
      input [ADDR_WIDTH-1:0]          i_paddr,
      input [DATA_WIDTH-1:0]          i_pwdata,
      output wire                     o_pready,
      output wire [DATA_WIDTH-1:0]    o_prdata,
      output wire                     o_pslverr
    );
    reg                     apb_ready;      
    reg [1:0]               apb_status;         
    reg [ADDR_WIDTH-1:0]    apb_waddr;
    reg                     apb_slverr;
    reg [DATA_WIDTH-1:0]    apb_rdata;
    reg                     apb_ready_nxt;
    reg [1:0]               apb_status_nxt;
    reg [ADDR_WIDTH-1:0]    apb_waddr_nxt;
    reg                     apb_slverr_nxt;
    reg [DATA_WIDTH-1:0]    apb_rdata_nxt;
    reg [2:0] wait_counter;
    reg                     peri_ready;
    reg                     peri_error;
    reg [DATA_WIDTH-1:0]    peri_reg[0:11];
    integer i;
    always @(posedge i_clk or negedge i_reset_n) begin
        if(!i_reset_n) begin  
            apb_status  <= 2'b00;
            apb_ready   <= 1'b0;
            apb_waddr   <= 0;
            apb_slverr  <= 1'b0;
            apb_rdata   <= 0;
            wait_counter <= 0;
        end
        else begin 
            apb_status  <= apb_status_nxt;
            apb_ready   <= apb_ready_nxt;
            apb_waddr   <= apb_waddr_nxt;
            apb_slverr  <= apb_slverr_nxt;            
            apb_rdata   <= apb_rdata_nxt;
            if (!(apb_status_nxt == 2'b00) && i_psel && wait_counter < 3+1) begin
                wait_counter <= wait_counter + 1;
            end else begin
                wait_counter <= 0;
            end
        end
    end   
    always @(*) begin 
        apb_status_nxt = apb_status;
        apb_ready_nxt  = apb_ready;
        apb_waddr_nxt  = apb_waddr;
        apb_slverr_nxt = 1'b0;
        apb_rdata_nxt  = apb_rdata;
        if(apb_status == 2'b00) begin 
            if(i_psel && !i_penable) begin 
                apb_waddr_nxt  = i_paddr;
                if(peri_ready) begin 
                    if (i_paddr[3:0] < 4'b0000 || i_paddr[3:0] > 4'b1100-1) begin 
                        apb_status_nxt = 2'b11;
                        apb_slverr_nxt = 1'b1;
                    end
                    else           apb_status_nxt = 2'b01;
                    apb_ready_nxt  = 1'b1;
                    if(!i_pwrite) apb_rdata_nxt <= peri_reg[i_paddr[3:0]];     
                end else begin 
                    apb_status_nxt = 2'b10;
                    apb_ready_nxt  = 1'b0;
                end
            end else begin 
                apb_status_nxt = 2'b00;
                apb_ready_nxt  = 1'b0;
            end
        end else if(apb_status == 2'b01) begin 
            apb_status_nxt = 2'b00;
            apb_ready_nxt  = 1'b0;                
        end else if(apb_status == 2'b10) begin 
            if(i_psel && i_penable) begin 
                if(peri_ready) begin 
                    if (i_paddr[3:0] < 4'b0000 || i_paddr[3:0] > 4'b1100-1) begin 
                        apb_status_nxt = 2'b11;
                        apb_slverr_nxt = 1'b1;
                    end 
                    else           apb_status_nxt = 2'b01;
                    if(!i_pwrite) apb_rdata_nxt <= peri_reg[i_paddr[3:0]];     
                    apb_ready_nxt  = 1'b1;                         
                end else begin 
                    apb_status_nxt = 2'b10;
                    apb_ready_nxt  = 1'b0;                     
                end
            end else begin 
                apb_status_nxt = 2'b11;
                apb_ready_nxt  = 1'b1;
                apb_slverr_nxt = 1'b1;
            end
        end
        else begin
            apb_status_nxt = 2'b00;
            apb_ready_nxt = 1'b0;
            apb_slverr_nxt = 1'b0;
        end
    end
    always @(posedge i_clk or negedge i_reset_n) begin
        if(!i_reset_n) begin  
            peri_ready <= 1'b0;
            peri_error <= 1'b0;
            for(i=0; i<16; i=i+1)begin
                peri_reg[i]   <= 1'b0;
            end
        end
        else begin 
            if (wait_counter == 3) peri_ready <= 1'b1;
            else peri_ready <= 1'b0;
            if(i_psel && peri_ready) begin
                if(i_pwrite) peri_reg[i_paddr[3:0]]   <= i_pwdata;        
            end  
        end
    end    
    assign o_pready   = apb_ready;
    assign o_prdata   = apb_rdata;
    assign o_pslverr  = apb_slverr;
endmodule
```
**./run.sh**
```bash
#!/bin/bash
# OpenROAD 26Q1-2900-gdf79404cd8, Yosys 0.63+post, stock flow scripts
make -C /OpenROAD-flow-scripts/flow DESIGN_CONFIG=/design/flow/config.mk WORK_HOME=/design/flow/orfs finish
```
**./config.mk**
```make
export PLATFORM = sky130hd
export DESIGN_NAME = apb_wrapper
export DESIGN_NICKNAME = apb_wrapper
export VERILOG_FILES = /design/flow/design.v
export SDC_FILE = /design/flow/constraint.sdc
export NUM_CORES = 4
export LEC_CHECK = 1
export CORE_UTILIZATION = 30
```
**./constraint.sdc**
```tcl
current_design apb_wrapper

set clk_period 5.6
set clk_io_pct 0.2

create_clock -name clk0 -period $clk_period [get_ports {i_clk}]

set non_clock_inputs [all_inputs -no_clocks]
set_input_delay [expr $clk_period * $clk_io_pct] -clock clk0 $non_clock_inputs
set_output_delay [expr $clk_period * $clk_io_pct] -clock clk0 [all_outputs]
```
==> changes_impl.md <==
### Changed

- Critical path fanouts, max: 19
- Synth cell types: 64
- Fmax: 269 MHz
- DRT iter0 DRCs: 778
- Status: complete, no violations
- Gate power share: 5.4%
- Tool warnings: 59
- CTS Sinks: 426
- Placed Area: 21100 um2
- Clock tree from TritonCTS: done
- Routed length per instance: 22.9 um
- Ys async rst share: 100%
- Max reg flops: 384
- DIE HEIGHT: 256 um
- Core Region: 63500 um2
- Ports: 103
- Seq pwr share: 47.3%
- Final setup viols: 0
- Initial antenna violation count: 2
- Reg2reg path depth: 6
- Clk slew on worst S/H paths: 0.06 ns
- Setup TNS: 0 ns
- HP Class: in -> async
- Max Cap Viol: 0
- Tot Pwr: 6550 uW
- Clock skew: 0.0314 ns
- Ant. Diodes: 0
- Fill count: 6038
- Final period util: 66.5%
- Maximum VDD drop: 0.200 mV
- Int Pwr: 5030 uW
- Final setup margin: 1.88 ns
- WS Path Type: in -> reg
- Sw Ratio: 23.1%
- GRT Overall Usage: 17.6%
- Late-Pin Clk Latency: 0.59 ns
- Number of global-route vias before repair: 13263
- Yosys cell count: 1484
- Die area: 65700 um2
- Commonest Layout Cell: dfrtp_1
- Post-route cell area: 22600 um2
- Share of layout cells above drive strength 1: 34.2%
- Vias/cell: 5.28
- Relative slew slack: 35.1%
- Dpl ws: 1.34 ns
- Reg2reg end: peri_reg[7][19]
- Clock power share: 47.3%
- Critical Path AT: 4.17 ns
- Final-report max-slew violation count: 0
- Crit path capture type: flip-flop
- Number of CTS-inserted buffers: 47
- Synth Instances: 1484
- Main flop type after synthesis: dfrtp_1
- Worst setup SP type: input port
- Avg Cell Area, Syn: 13.1 um2
- Count of hold-fix buffers inserted at cts: 0
- Worst Path Required: 6.05 ns
- First-pass GRT wire length: 85.1 mm
- Starting Density: 30.5%
- Clock root cell: clkbuf_16
- Via count: 12676
- RSZ-0062 raised after global routing: false
- Routed wire length: 55.1 mm
- RePlAce Congestion: 0.856
- EDFF count, synth: 0
- Sw Pwr: 1510 uW
- Post-Syn Area: 19400 um2
- Flops out of synthesis: 426
- Hold Fails Final Rpt: 0
- PD cells: 289 nW/um2
- DR pass1 iterations: 5
- Worst-Margin Slew: 0.972 ns
- DIE WIDTH: 256 um
- DRC: 0
- Final Critical Period: 3.72 ns
- Setup slack, reg-to-reg: 2.65 ns
- Most common logic cells in the final layout: dfrtp_1, mux2_2, clkdlybuf4s50_1
- R2r startpoint: peri_ready
- Yosys chip area: 19400 um2
- CTS resizes: 0
- P&R area growth vs syn: 16.6%
- Gr ovfl total: 0
- Lkg Pwr: 0.0105 uW
- Row count: 92
- Final ANT Viol Nets: 0
- Seq share, synth: 54.9%
- Yosys warns: 2
- Post-CTS Setup Inserts: 0
- DP HPWL: 33.3 mm
- CTS max path bufs: 3
- Largest net degree at the start of global routing: 122
- Number of I/O port buffers: 74
- H-Tree Depth: 2
cells by family (layout without fill, tap and decap cells):
group | Yosys count | after routing | share of synthesized area (%)
flops | 426 | 426 | 54.9
buf+inv | 148 | 221 | 3.86
mux | 458 | 458 | 26.5
simple gates | 197 | 197 | 5.11
compound gates | 253 | 253 | 9.51
fa+ha+maj | 2 | 2 | 0.129
through the flow:
stage / util, % / cells / hold slack (ns)
floorplan: - / 1484 / 0.410
global placement: 33.1 / 2317 / 0.427
detailed placement: 33.1 / 2317 / 0.443
CTS: 35.6 / 2403 / 0.450
global route: 35.6 / 2403 / 0.469
finish: 35.6 / 2403 / 0.446
cell type report:
type / instances / area (um2) / share of cell area (%)
sequential: 426 / 10700 / 47.1
multi-input combinational: 910 / 8100 / 35.8
clock buffer: 74 / 1470 / 6.50
timing repair buffer: 122 / 1180 / 5.22
tap: 846 / 1060 / 4.68
clock inverter: 12 / 106 / 0.470
inverter: 13 / 48.8 / 0.216
power by group through the flow:
stage / registers [uW] / clock network, uW / logic [uW]
finish: 3100 / 3090 / 356
CTS: 3100 / 3170 / 358
global route: 3100 / 3300 / 384
cells in the mapped netlist, types with 28 or more instances:
library cell  instances  area share, %
dfrtp_1             425             55
mux2_2              369             21
mux2i_1              62            3.2
nor2_1               51           0.99
o21ai_0              48            1.2
buf_2                46            1.2
nand2_1              42           0.81
buf_1                35           0.68
buf_4                32            1.2
a22oi_1              31            1.2
a21oi_1              28           0.72
nor3_1               28           0.72
layer usage:
metal | part of all wire, % | GRT usage (%)
met4 | 2.6 | 4.16
met1 | 42 | 24.1
met5 | 0.031 | 0
met2 | 47 | 27.1
met3 | 8.4 | 6.28
worst max-delay path: stages:
cell and delay, ns:
clkdlybuf4s50_1 0.68, nand2_1 0.22, nor2_2 0.38, nand2_2 0.23, nor2_4 0.83, buf_4 0.34, mux2_2 0.35
worst max path at each step:
stage | startpoint | to | slack (ns) | cells past startpoint
CTS | i_psel | peri_reg[7][19] | 1.93 | 7
global route | i_psel | peri_reg[7][0] | 1.81 | 7
finish | i_psel | peri_reg[7][19] | 1.88 | 7
Power and IR drop assume default switching activity.
