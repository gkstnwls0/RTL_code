$ cat flow/design.v
`timescale 1ns / 1ps
module ahb_to_apb_converter #(
    parameter ADDR_WIDTH  = 32,
    parameter DATA_WIDTH  = 32
    )
    (
    input                           i_clk,
    input                           i_reset_n,
    input [ADDR_WIDTH-1:0]          i_haddr,               
    input [2:0]                     i_hburst,             
    input                           i_hmasterlock,     
    input [3:0]                     i_hprot,               
    input [2:0]                     i_hsize,             
    input [1:0]                     i_htrans,            
    input [DATA_WIDTH-1:0]          i_hwdata,              
    input                           i_hwrite,            
    input                           i_hreadyin, 
    output wire [DATA_WIDTH-1:0]    o_hrdata,              
    output wire                     o_hreadyout,        
    output wire                     o_hresp,             
    output wire                     o_psel,                
    output wire                     o_penable,          
    output wire                     o_pwrite,            
    output wire [ADDR_WIDTH-1:0]    o_paddr,
    output wire [DATA_WIDTH-1:0]    o_pwdata,
    input                           i_pready,
    input [DATA_WIDTH-1:0]          i_prdata,
    input                           i_pslverr            
    );
    reg [2:0]                       status, status_nxt;
    reg                             r_hready,     r_hready_nxt;
    reg [DATA_WIDTH-1:0]            r_hrdata,     r_hrdata_nxt;
    reg                             r_hresp,      r_hresp_nxt;
    reg                             r_psel,       r_psel_nxt;
    reg                             r_penable,    r_penable_nxt;
    reg                             r_pwrite,     r_pwrite_nxt;
    reg [ADDR_WIDTH-1:0]            r_paddr,      r_paddr_nxt;
    reg [DATA_WIDTH-1:0]            r_pwdata,     r_pwdata_nxt;
    reg [ADDR_WIDTH-1:0]            tmp_haddr,    tmp_haddr_nxt;
    reg                             tmp_hwrite,   tmp_hwrite_nxt; 
    always @(posedge i_clk or negedge i_reset_n) begin
        if(!i_reset_n) begin  
            status      <= 3'b000;
            r_hready    <= 1'b0;
            r_hrdata    <= 0;
            r_hresp     <= 1'b0;
            r_psel      <= 1'b0;
            r_penable   <= 1'b0;
            r_pwrite    <= 1'b0;
            r_paddr     <= 0;
            r_pwdata    <= 0;
            tmp_haddr   <= 0;
            tmp_hwrite  <= 1'b0;
        end
        else begin 
            status      <= status_nxt;
            r_hready    <= r_hready_nxt;
            r_hrdata    <= r_hrdata_nxt;
            r_hresp     <= r_hresp_nxt;
            r_psel      <= r_psel_nxt;
            r_penable   <= r_penable_nxt;
            r_pwrite    <= r_pwrite_nxt;
            r_paddr     <= r_paddr_nxt;
            r_pwdata    <= r_pwdata_nxt;
            tmp_haddr   <= tmp_haddr_nxt;
            tmp_hwrite  <= tmp_hwrite_nxt;
        end
    end 
    always @(*) begin
        status_nxt = status;
        case(status)
            3'b000:begin
                if(i_hreadyin && (i_htrans == 2'b10 || i_htrans == 2'b11)) begin
                    if(i_hwrite) status_nxt = 3'b001;
                    else         status_nxt = 3'b010;
                end
                else
                    status_nxt = 3'b000;
            end
             3'b001:begin
                status_nxt = 3'b010;
            end
            3'b010:begin
                status_nxt = 3'b011;
            end
            3'b011:begin
                if(i_pready) begin
                    if(i_pslverr) status_nxt = 3'b100;
                    else          status_nxt = 3'b000;
                end
                else begin
                    status_nxt = 3'b011;
                end
            end
            default:begin
                status_nxt = 3'b000;
            end
        endcase
    end
    always @(*) begin
        r_hready_nxt   = r_hready;
        r_hrdata_nxt   = r_hrdata;
        r_hresp_nxt    = r_hresp;
        r_psel_nxt     = r_psel;
        r_penable_nxt  = r_penable;
        r_pwrite_nxt   = r_pwrite;
        r_paddr_nxt    = r_paddr;
        r_pwdata_nxt   = r_pwdata;
        tmp_haddr_nxt  = tmp_haddr;
        tmp_hwrite_nxt = tmp_hwrite_nxt;
        case(status)
            3'b000:begin
                r_hready_nxt  = 1'b1;
                r_hrdata_nxt  = 0;
                r_hresp_nxt   = 1'b0;
                r_psel_nxt    = 1'b0;
                r_penable_nxt = 1'b0;
                r_pwrite_nxt  = 1'b0;
                r_pwdata_nxt  = 0;
                if(i_hreadyin && (i_htrans == 2'b10 || i_htrans == 2'b11)) begin
                    r_hready_nxt  = i_pready;
                    if(i_hwrite) begin
                        tmp_haddr_nxt     = i_haddr;
                        tmp_hwrite_nxt    = i_hwrite;
                    end
                    else begin
                        r_psel_nxt    = 1'b1;
                        r_paddr_nxt   = i_haddr;
                        r_pwrite_nxt  = i_hwrite;
                    end
                end
            end
            3'b001:begin
                    r_psel_nxt    = 1'b1;
                    r_paddr_nxt   = tmp_haddr;
                    r_pwrite_nxt  = tmp_hwrite;
                    r_hready_nxt  = i_pready;
                    r_pwdata_nxt  = i_hwdata;
            end
            3'b010:begin
                r_penable_nxt = 1'b1;
                r_hready_nxt  = i_pready;
            end
            3'b011:begin
                if(i_pready) begin
                    r_penable_nxt = 1'b0;
                    r_psel_nxt    = 1'b0;
                    r_hresp_nxt   = i_pslverr;
                    if(r_pwrite) begin 
                        r_pwrite_nxt  = 1'b0;
                        r_pwdata_nxt  = 0;
                    end
                    else         r_hrdata_nxt  = i_prdata;
                    if(i_pslverr) r_hready_nxt  = 1'b0;
                    else          r_hready_nxt  = i_pready;
                end 
            end
            default:begin
                r_hresp_nxt  = 1'b1;
                r_hready_nxt = 1'b1;
            end
        endcase
    end
    assign o_hreadyout = r_hready;
    assign o_hrdata    = r_hrdata;
    assign o_hresp     = r_hresp;
    assign o_psel      = r_psel;
    assign o_penable   = r_penable;
    assign o_pwrite    = r_pwrite;
    assign o_paddr     = r_paddr;
    assign o_pwdata    = r_pwdata;
endmodule
$ cat flow/run.sh
#!/bin/bash
# OpenROAD 26Q1-2900-gdf79404cd8, Yosys 0.63+post, stock flow scripts
make -C /OpenROAD-flow-scripts/flow DESIGN_CONFIG=/design/flow/config.mk WORK_HOME=/design/flow/orfs finish
$ cat flow/config.mk
export PLATFORM = sky130hd
export DESIGN_NAME = ahb_to_apb_converter
export DESIGN_NICKNAME = ahb_to_apb_converter
export VERILOG_FILES = /design/flow/design.v
export SDC_FILE = /design/flow/constraint.sdc
export NUM_CORES = 4
export LEC_CHECK = 1
export CORE_UTILIZATION = 50
$ cat flow/constraint.sdc
current_design ahb_to_apb_converter

set clk_period 6.8
set clk_io_pct 0.2

create_clock -name clk0 -period $clk_period [get_ports {i_clk}]

set non_clock_inputs [all_inputs -no_clocks]
set_input_delay [expr $clk_period * $clk_io_pct] -clock clk0 $non_clock_inputs
set_output_delay [expr $clk_period * $clk_io_pct] -clock clk0 [all_outputs]
==> run summary <==
Implementation progress

After layout, the design draws a total of between 1.5 and 2 mW. For hold timing, the worst endpoint is status[0]. The worst setup slack before clock tree synthesis stands at roughly 3.3 ns. The worst setup path is of the in -> reg kind. The initial DRC count stands at around 170. Entering global routing, the biggest net connects around 83 pins. The stage logs contain a warning count of 38.

The worst path uses between 40% and 50% of the clock period. The final timing report counts setup violations totalling 0. The cell resize tally after clock tree synthesis stands at 0. Per the synthesis report, the single largest cell type by area occupies 56.5% of cell area. The share of flip-flops with an asynchronous set or reset after synthesis stands at between 90% and 100%.

The post-CTS hold buffer count recorded in the log is 0. The insertion delay to the later sink of the worst-skew pair stands at roughly 0.41 ns. The leakage component of the power stands at ~3.8 nW. The number of standard-cell rows in the floorplan stands at about 40. The final hold violation count recorded for this run is 0. The arrival time of data at the worst endpoint is listed as about 3.3 ns. Max-cap violations in this run came to 0. After technology mapping, the gate count stands at roughly 500. The core region is 12000 µm². By count the netlist is led by sky130_fd_sc_hd__dfrtp_1, sky130_fd_sc_hd__nand2_1, sky130_fd_sc_hd__inv_1, sky130_fd_sc_hd__mux2i_1, sky130_fd_sc_hd__mux2_1. Once detail routing completed, the nets flagged for antenna violations numbered 0.

In the final layout, the fill cell count is between 700 and 800. In this run the critical register-to-register path is captured at r_paddr[14]. The max-slew violation count stands at 0. sky130_fd_sc_hd__dfrtp_1 is the most common cell in the netlist. The share of post-route cells with drive strength above 1 stands at a little under an eighth. For the worst reg-to-reg path, the startpoint reported by OpenROAD is status[3]. The total number of yosys warnings stands at 1. Clock tree synthesis selected as its root buffer the cell sky130_fd_sc_hd__clkbuf_16. The initial antenna violation count stands at 0. The flow reports an fmax of around 330 MHz. Before placement the cells fill approximately half of the core.

Among all flip-flop cells after synthesis, the most frequent one is sky130_fd_sc_hd__dfrtp_1. STA lists the startpoint of the worst hold path as status[1]. At the end of routability-driven placement, the weighted congestion stood at 0.800. Summed over all layers, the global routing overflow is 0.

The estimated wirelength of the detail-placed design stands at between 8000 and 9000 µm. The floorplan step set the die height to about 110 µm. The smallest clock period supported by the final layout is computed as 3.01 ns.

The synthesized chip area reported by yosys stands at ~6000 µm². Measured against its own limit, the worst slew margin works out to around half. The global-route usage over all layers stands at about 23%. The worst-case reg-to-reg setup slack stands at around 4.7 ns. By area the synthesized netlist is led by sky130_fd_sc_hd__dfrtp_1, sky130_fd_sc_hd__mux2i_1, sky130_fd_sc_hd__mux2_1. The slew at the pin closest to its max-slew limit stands at 0.748 ns. Per the summary, power density relative to cell area is between 150 and 200 nW/µm².

The mean number of vias per cell stands at approximately 5. The number of global-route vias before repair was 4446. The worst hold path stage count stands at 1.

The setup slack of the critical path after layout stands at around 3.8 ns. The via count of the routed design stands at roughly 4.3k. The number of cells reported by Yosys stat comes to 493. The tightest min-delay check is of the reg -> reg type. The number of setup buffers added after CTS stands at 0. Sorting the Yosys area breakdown by cell type puts at the top sky130_fd_sc_hd__dfrtp_1.

Setup repair after global routing left no endpoint under its margin. The flow ran to the end, and the final reports show no timing, DRC or antenna violations. The data required time at the worst endpoint stands at 7.09 ns. The total of flip-flops plus latches after synthesis stands at approximately 140.

The number of register pins that no clock reaches stands at 1. In this run the worst setup path begins at i_hwrite. Setup total negative slack on the finished layout was measured at 0 ns. The total detailed-routing wirelength stands at around 13000 µm. The first global-routing pass estimated ~22000 µm of wire. The count of unresolved DRC violations after routing stands at 0. The setup skew after layout stands at between 0.006 and 0.007 ns. The TritonCTS buffer count stands at 17. After detailed routing, the average wire length per cell comes to 15.0 µm. In this run, distinct cell masters in the synthesized netlist total 36. In this run the number of H-tree levels came out at 4. The maximum fanout encountered on the critical timing path stands at 21.

The worst setup path is launched from a primary input. The CTS clock-pin slew for the worst setup and hold paths stands at around 0.06 ns. The number of flops mapped to enable cells by yosys stands at 0. The floorplan step set the die width to about 110 µm. Per the run report, area growth between synthesis and finish was 43.4%. The length of the first detailed-routing pass in iterations stands at 6. A synthesized cell averages around 12 µm².

The routed design ends up with an antenna cell count of 0. The die covers ~13000 µm². The worst-case IR drop observed on VDD is 0.193 mV.

The number of top-level pins stands at 216. The number of unconstrained endpoints stands at 2. The depth of the worst register-to-register path stands at 3. The synthesized area stands at 6110 µm². The worst setup path is captured at a flop. The clock passes through at most 2 buffers. TritonCTS built the clock tree.

The count of input and output buffers stands at between 200 and 250.
-- how the worst max path moves through the flow --
| stage | to | depth (start not counted) | slack [ns] |
|---|---|---|---|
| 5_1_grt | r_paddr[10] | 5 | 3.69 |
| 4_1_cts | r_paddr[10] | 5 | 3.78 |
| 6_report | r_paddr[10] | 5 | 3.79 |
-- flip-flops by register name (all words and copies together), names as in the netlist --
signal,count
r_paddr,32
tmp_hwrite,1
status,5
r_pwdata,32
r_pwrite,1
tmp_haddr,32
r_penable,1
r_hready,1
r_hresp,1
r_hrdata,32
r_psel,1
tmp_hwrite_nxt,1
-- metrics by stage --
stage	hold slack [ns]	util, %	cell area [µm²]	cells
floorplan	0.414	-	6110	493
global placement	0.422	68.9	8250	824
detailed placement	0.430	68.9	8250	824
CTS	0.458	73.2	8760	856
global route	0.475	73.2	8760	856
finish	0.455	73.2	8760	856
-- logic make-up after synthesis --
logic type	share of synthesized area [%]
mux	28.3
flops	57.0
buf+inv	6.60
simple gates	5.82
compound gates	2.03
latches	0.246
-- report_power, final --
part	switching, mW	leakage (nW)	internal, mW	total, mW
Clock	0.309	0.251	0.494	0.804
Combinational	0.0298	1.62	0.0595	0.0893
Sequential	0.000385	1.92	0.829	0.829
-- area by class of cell --
class	count	area [µm²]	area share, %
flip-flops and latches	140	3500	39.9
multi-input cells	261	2230	25.5
repair buffers	210	2090	23.8
clock buffers	30	504	5.76
inverters	66	248	2.83
well taps	147	184	2.10
clock inverters	2	10.0	0.114
-- cell usage in the layout (no fill, tap or decap), types with 2 or more instances in the layout --
master,n
sky130_fd_sc_hd__buf_4,7
sky130_fd_sc_hd__mux2i_1,65
sky130_fd_sc_hd__clkbuf_8,3
sky130_fd_sc_hd__inv_1,65
sky130_fd_sc_hd__a21oi_1,2
sky130_fd_sc_hd__o21ai_0,3
sky130_fd_sc_hd__clkbuf_1,10
sky130_fd_sc_hd__nor2_1,6
sky130_fd_sc_hd__clkdlybuf4s50_1,202
sky130_fd_sc_hd__nor3_1,2
sky130_fd_sc_hd__mux2_1,55
sky130_fd_sc_hd__clkinv_2,2
sky130_fd_sc_hd__or2_2,2
sky130_fd_sc_hd__clkbuf_16,17
sky130_fd_sc_hd__dfrtp_1,137
sky130_fd_sc_hd__nand2_1,66
sky130_fd_sc_hd__a22oi_1,2
sky130_fd_sc_hd__mux2_2,41
-- metal layers --
metal	track usage [%]	wire length (µm)	vias to the layer above
li1	-	-	2036
met1	34.8	5620	2062
met2	34.0	5970	140
met3	6.88	999	20
met4	4.44	239	0
met5	0	0	-
-- critical path, stage by stage --
cell	delay [ns]
sky130_fd_sc_hd__clkdlybuf4s50_1	0.53
sky130_fd_sc_hd__and4b_1	0.25
sky130_fd_sc_hd__a21oi_4	0.38
sky130_fd_sc_hd__buf_4	0.39
sky130_fd_sc_hd__mux2_2	0.37
Power is estimated from default activity; no workload was simulated.
